### run.sh
#!/bin/bash
# OpenROAD 26Q1-2900-gdf79404cd8, Yosys 0.63+post, stock flow scripts
make -C /OpenROAD-flow-scripts/flow DESIGN_CONFIG=/design/flow/config.mk WORK_HOME=/design/flow/orfs finish
### config.mk
export PLATFORM = sky130hd
export DESIGN_NAME = registradores
export DESIGN_NICKNAME = registradores
export VERILOG_FILES = /design/flow/design.v
export SDC_FILE = /design/flow/constraint.sdc
export NUM_CORES = 4
export LEC_CHECK = 1
export CORE_AREA = 10 10 114 114
export DIE_AREA = 0 0 124 124
### constraint.sdc
current_design registradores

set clk_period 2.8
set clk_io_pct 0.2

create_clock -name clk0 -period $clk_period [get_ports {clock}]

set non_clock_inputs [all_inputs -no_clocks]
set_input_delay [expr $clk_period * $clk_io_pct] -clock clk0 $non_clock_inputs
set_output_delay [expr $clk_period * $clk_io_pct] -clock clk0 [all_outputs]
### design.v
module registradores(clock, regWrite, beq, regAlvo, regOpr, data,regAlvoValor, regOprValor);
input clock;							 
input regWrite;						 
input beq;								 
input [1:0] regAlvo, regOpr;		 
input [7:0] data;						 
output [7:0] regAlvoValor, regOprValor;	 
reg [7:0] regis [3:0];
always @(posedge clock)
	begin
		if(regWrite == 1'b1)  
			begin
				regis[regAlvo] = data;
			end 
	end
assign regAlvoValor = (beq == 0)? regis[regAlvo] : regis[2];  	 
assign regOprValor = (beq == 0)? regis[regOpr] : regis[3];  	 
endmodule
==> notes.org <==
#+TITLE: Synthesis and PnR summary

** Pwr
- Highest ir drop seen on vdd :: 0.180 mV
- PwrDens :: 468 mW/mm²
- Leak pwr :: 0.857 nW
- Sw power :: 0.229 mW
- Portion of total power attributed to sequential cells :: 0.522
- The internal power of the cells totals 0.851 mW.
- Clk pwr share :: 0.294
- The share of total power dissipated in combinational logic is 0.184.
- Of the total power, the share spent switching nets is 0.212.

** Synth
- The synthesized netlist contains 18 unique library cells.
- The area fraction of the largest cell type after synthesis is 0.611.
- Area contributors post-synth :: edfxtp_1 (61%), o22a_1 (13%), mux2i_1 (10%)
- Synthesis Warnings :: 1
- Yosys reported a register bit count of 32.
- The number of cells reported by Yosys stat comes to 106.
- Post-synthesis average cell area :: 14.8 µm²
- Of the synthesized area, sequential elements account for 0.611.
- Before any placement, the netlist area is recorded as 0.00157 mm².
- Biggest area consumer among synthesized cells :: edfxtp_1
- Post-Syn Instances :: 106
- Yosys reports a chip area of 0.00157 mm².

** Setup path
- The report lists the cells along the critical path as clkdlybuf4s50_1, a21oi_2, buf_4, o22a_1, clkdlybuf4s50_1.
- In this run the worst path has a maximum fanout of 5.
- Counting buffers and inverters, the worst setup path is 5 cells deep.
- The critical path is of the primary input to output pin type.
- According to the timing report, the critical path is launched from beq.
- On the critical path, the stage with the largest delay is an instance of clkdlybuf4s50_1.
- Most common cell on crit path :: clkdlybuf4s50_1
- Worst setup EP type :: output pin
- Crit path arrival time :: 2140 ps
- Largest delay share family, worst path :: buffers and inverters
- The critical path contains buffers and inverters numbering 3 combined.
- Data on the critical path is required at its endpoint by 2240 ps.
- The worst setup path is launched from a primary input.
- Among all stages on the critical path, the maximum delay recorded is 540 ps.

** GRT
- Initial antenna violation count :: 0
- The number of global-route vias before repair was 1177.
- Recorded from the global router log, the overflow total was 0.
- Pin count of the biggest net entering global routing :: 11
- First-pass GRT wire length :: 6340 µm
- For this run, the total global-route usage over all layers was measured as 0.0545.

** CTS
- The clock H-tree reported by CTS has 2 levels.
- TritonCTS Buffers :: 5
- TritonCTS clock tree :: yes
- Clock-pin slew on the worst setup and hold paths :: 60 ps
- CTS root buf :: clkbuf_8
- Max Root-Sink Buffers :: 2
- The clock drives 32 sinks.
- Post CTS Setup Buffer Count :: 0

** Route
- The routed design shows a via density per instance of 3.67.
- Overall via count from detail_route :: 1082
- TritonRoute reported its final design rule violation total as 0.
- TritonRoute pass-1 iters :: 4
- Per the post-route antenna check, the number of violating nets is 0.
- Detailed Route WL :: 4120 µm
- Number of diodes :: 0
- For this block, the initial DRC count from the detailed router was 60.
- WL per Instance :: 14.0 µm

** Finish
- Number of flip-flops in the largest register :: 32
- Final core utilization :: 0.222
- The finished cells cover 0.00231 mm².
- Commonest non-fill, non-tap cell in the layout :: edfxtp_1
- Compared with the post-synthesis result, the final layout area differs by 46.7%.
- Commonest cells after routing, fill and taps aside :: edfxtp_1 (32), clkdlybuf4s50_1 (26), o22a_1 (23), buf_4 (20), mux2i_1 (16)
- Fraction of layout instances using a drive strength above 1 :: 0.239

** Job
- Max-cap violations in this run came to 0.
- Number of warnings the tools reported :: 25

** Timing
- Relative slew margins :: 0.669
- Final critical-path share of the clock period :: 0.964
- In this build the clock could be raised as far as 370 MHz.
- Worst-case setup margin in the final layout :: 99.9 ps
- Number of endpoints with negative hold slack in the final report :: 0
- Count of final setup violators :: 0
- In the final report, the number of pins over their slew limit comes to 0.
- The routed design could run at a clock period as short as 2700 ps.
- Actual slew at the worst max-slew pin :: 497 ps

** Worst hold path
- Hold crit path type :: primary input to flop
- Hold-critical path depth :: 1
- The startpoint identified for the worst hold timing path is data[4].

** Die
- # rows :: 37
- The die is 124 µm tall.
- The die covers 0.0154 mm².
- Initial standard-cell utilization of the core :: 0.151
- 31 I/O pins were placed.
- Horiz. Die Dim :: 124 µm
- Placeable Area :: 0.0104 mm²

** Placed design
- Port Buffer Count :: 30
- Placed Instance Area :: 0.00219 mm²
- Placement-stage worst setup slack :: -139 ps
- GP Congestion :: 0.826
- Placed wire-length estimate after detailed placement :: 3100 µm

** Run status
- Outcome :: finished, final reports clean
-- cells in the mapped netlist (all sizes together) --
cell type / n
clkbuf: 4
inv: 2
nor2: 7
nand2: 1
buf: 4
edfxtp: 32
o22a: 23
a21oi: 4
nor3b: 3
mux2i: 16
nor3: 1
mux2: 7
and3: 2
-- power groups by stage --
stage / clock network (mW) / logic, mW / registers [mW]
finish: 0.317 / 0.199 / 0.564
CTS: 0.330 / 0.204 / 0.564
global route: 0.349 / 0.219 / 0.567
-- cell families after synthesis --
family          share of synthesized area
flops                               0.611
compound gates                      0.148
mux                                 0.161
simple gates                       0.0461
buf+inv                            0.0334
-- final cells by class --
class,instances,area (µm²)
Clock buffer,7,76.3
Clock inverter,1,3.75
Sequential cell,32,961
Tap cell,136,170
Fill cell,1097,8110
Timing Repair Buffer,53,526
Inverter,2,7.51
Multi-Input combinational cell,64,563
-- path summary, 6_finish.rpt --
kind                  slack, ps                     to
worst max-delay path        100         regOprValor[1]
worst min-delay path        920  regis[1][4]$_DFFE_PP_
-- metal layers --
metal	vias to the layer above	GRT usage	routed length, µm
li1	527	-	-
met1	500	0.0599	1570
met2	51	0.0881	1900
met3	4	0.0358	573
met4	0	0.00935	71
met5	-	0	0
-- stage by stage --
stage	instances	TNS (ps)	total power [mW]	hold WS (ps)
after floorplan	106	0	0.653	659
after global placement	286	-699	0.771	1200
after detailed placement	286	-708	0.772	1200
after CTS	295	0	1.10	910
after global routing	295	-21.9	1.13	930
final	295	0	1.08	918
-- repair_timing --
item	in CTS	in global routing
hold buffers	0	0
gates cloned	1	0
setup endpoints to repair	9	9
resized	2	3
No activity file was given, so power comes from the tool's default toggle rates.
