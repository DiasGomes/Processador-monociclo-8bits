===== flow/constraint.sdc =====
current_design memDados

set clk_period 2.3
set clk_io_pct 0.2

create_clock -name clk0 -period $clk_period [get_ports {clock}]

set non_clock_inputs [all_inputs -no_clocks]
set_input_delay [expr $clk_period * $clk_io_pct] -clock clk0 $non_clock_inputs
set_output_delay [expr $clk_period * $clk_io_pct] -clock clk0 [all_outputs]

===== flow/config.mk =====
export PLATFORM = sky130hd
export DESIGN_NAME = memDados
export DESIGN_NICKNAME = memDados
export VERILOG_FILES = /design/flow/design.v
export SDC_FILE = /design/flow/constraint.sdc
export NUM_CORES = 4
export LEC_CHECK = 1
export CORE_UTILIZATION = 50

===== flow/run.sh =====
#!/bin/bash
# OpenROAD 26Q1-2900-gdf79404cd8, Yosys 0.63+post, stock flow scripts
make -C /OpenROAD-flow-scripts/flow DESIGN_CONFIG=/design/flow/config.mk WORK_HOME=/design/flow/orfs finish

===== flow/design.v =====
module memDados(clock, write, read, dadoEntrada, index, dadoSaida);
	input clock;
	input write;
	input read;
	input[7:0] dadoEntrada;
	input [7:0] index;
	output[7:0] dadoSaida;
	reg [7:0] dado [15:0];
	initial
	  begin	  
			dado[0] = 8'b00000001;	 
			dado[2] = 8'b00000101;	 
			dado[4] = 8'b00001001;	 
			dado[5] = 8'b00001000;	 
			dado[6] = 8'b00000111;	 
			dado[7] = 8'b00000110;	 
			dado[8] = 8'b00000101;	 
	 end
always @(posedge clock)
	begin 
		if(write) dado[index] = dadoEntrada;
	end
assign dadoSaida = (read == 1'b1) ? dado[index]: 8'b0;
endmodule

==> impl_results.html <==
<!-- implementation run metrics -->
<table>
<tr><th>Metric</th><th>Value</th></tr>
<tr><th colspan="2">Placed design</th></tr>
<tr><td>Detailed Place HPWL</td><td>7.11 mm</td></tr>
<tr><td>Placer congestion estimate</td><td>0.908</td></tr>
<tr><td>Cell area after placement</td><td>0.00577 mm^2</td></tr>
<tr><td>Count of input and output buffers</td><td>22</td></tr>
<tr><td>Placed instance count</td><td>449</td></tr>
<tr><th colspan="2">STA</th></tr>
<tr><td>Crit share post-route</td><td>101%</td></tr>
<tr><td>Number of setup violations in the final report</td><td>1</td></tr>
<tr><td>Final worst slack</td><td>-13.4 ps</td></tr>
<tr><td>Min Tclk post-route</td><td>2310 ps</td></tr>
<tr><td>Final-report hold violation count</td><td>0</td></tr>
<tr><td>Max Freq</td><td>432 MHz</td></tr>
<tr><td>Slew Viols, Final</td><td>0</td></tr>
<tr><td>Setup repair after global routing missed its margin</td><td>yes</td></tr>
<tr><td>Transition time at the pin with the least slew margin</td><td>673 ps</td></tr>
<tr><td>Worst relative slew slack</td><td>55.0%</td></tr>
<tr><th colspan="2">Global route</th></tr>
<tr><td>Global-route usage over all layers</td><td>25.0%</td></tr>
<tr><td>Vias in the first global route</td><td>2,852</td></tr>
<tr><td>Initial antenna violation count</td><td>0</td></tr>
<tr><td>Global-route wire length before repair</td><td>16.4 mm</td></tr>
<tr><td>Largest net degree at the start of global routing</td><td>17</td></tr>
<tr><td>Leftover overflow at the end of global routing</td><td>0</td></tr>
<tr><th colspan="2">Min path</th></tr>
<tr><td>Min-Delay Path Class</td><td>input port to register</td></tr>
<tr><td>Hold Path Sink</td><td>dado[12][0]</td></tr>
<tr><td>Source of the worst hold timing path</td><td>index[1]</td></tr>
<tr><td>Hold depth</td><td>4</td></tr>
<tr><th colspan="2">Setup path</th></tr>
<tr><td>CP max stage delay</td><td>510 ps</td></tr>
<tr><td>Cells traversed along the worst timing path</td><td>mux4_2 &gt; a32oi_2 &gt; o211ai_1 &gt; buf_2</td></tr>
<tr><td>Critical path required time</td><td>1840 ps</td></tr>
<tr><td>Peak fanout along the critical path</td><td>1</td></tr>
<tr><td>Family with the most delay on the worst path</td><td>multiplexers</td></tr>
<tr><td>Endpoint type of the worst setup path</td><td>primary output</td></tr>
<tr><td>CP startpoint kind</td><td>register</td></tr>
<tr><td>Buf+Inv Stages, Crit Path</td><td>1</td></tr>
<tr><td>Depth of the critical timing path with buffers and inverters included</td><td>4</td></tr>
<tr><td>Worst setup path category</td><td>register to primary output</td></tr>
<tr><td>WP data arrival</td><td>1850 ps</td></tr>
<tr><td>Cell with the largest stage delay on the worst path</td><td>sky130_fd_sc_hd__mux4_2</td></tr>
<tr><th colspan="2">Layout</th></tr>
<tr><td>Max FFs per register</td><td>128</td></tr>
<tr><td>Final core area utilization</td><td>66.1%</td></tr>
<tr><td>Ratio of cells with drive above 1 in the final layout</td><td>37.7%</td></tr>
<tr><td>Design area</td><td>0.00649 mm^2</td></tr>
<tr><td>Final instance count without filler cells</td><td>488</td></tr>
<tr><td>Number of fill cells</td><td>680</td></tr>
<tr><td>Area growth, synth to finish</td><td>27.8%</td></tr>
<tr><th colspan="2">Logic synthesis</th></tr>
<tr><td>Synth async-reset ratio</td><td>0%</td></tr>
<tr><td>Part of the Yosys area used for sequential elements</td><td>75.7%</td></tr>
<tr><td>Syn Area/Cell</td><td>19.4 um^2</td></tr>
<tr><td>FF+latch count, synth</td><td>128</td></tr>
<tr><td>Synth unique cells</td><td>25</td></tr>
<tr><td>Fraction of synthesized area in multiplexers</td><td>14.0%</td></tr>
<tr><td>XORs/XNORs by Area</td><td>0%</td></tr>
<tr><td>Flip-flops with a built-in enable</td><td>128</td></tr>
<tr><td>Simple logic cell fraction of the synthesized area</td><td>5.52%</td></tr>
<tr><td>Number of standard cells after synthesis</td><td>262</td></tr>
<tr><td>Area leader share</td><td>75.7%</td></tr>
<tr><td>Chip area line of the yosys report</td><td>0.00508 mm^2</td></tr>
<tr><td>Synth area leader</td><td>sky130_fd_sc_hd__edfxtp_1</td></tr>
<tr><td>Ys Warns</td><td>1</td></tr>
<tr><td>Most used flip-flop cell after synthesis</td><td>sky130_fd_sc_hd__edfxtp_1</td></tr>
<tr><td>Area fraction in compound gates</td><td>2.69%</td></tr>
<tr><td>Number of cells in the yosys synthesis report</td><td>262</td></tr>
<tr><td>Post-synthesis share of cell area spent on full adders, half adders and majority gates</td><td>0%</td></tr>
<tr><td>Top post-synthesis cells by count</td><td>sky130_fd_sc_hd__edfxtp_1, sky130_fd_sc_hd__nand2_1, sky130_fd_sc_hd__mux4_2</td></tr>
<tr><td>Cell with the most instances after synthesis</td><td>sky130_fd_sc_hd__edfxtp_1</td></tr>
<tr><td>Combined area of all synthesized cells</td><td>0.00508 mm^2</td></tr>
<tr><td>Cells taking the most area after synthesis</td><td>sky130_fd_sc_hd__edfxtp_1, sky130_fd_sc_hd__mux4_2, sky130_fd_sc_hd__mux2i_1</td></tr>
<tr><td>Top logic family</td><td>multiplexers</td></tr>
<tr><th colspan="2">Run</th></tr>
<tr><td>Number of warnings in the stage logs</td><td>31</td></tr>
<tr><td>Number of violations of the max-capacitance limit</td><td>0</td></tr>
<tr><th colspan="2">Clock network</th></tr>
<tr><td>Number of buffers created by CTS</td><td>17</td></tr>
<tr><td>Root buffer selected by CTS</td><td>sky130_fd_sc_hd__clkbuf_8</td></tr>
<tr><td>Clock-pin transition on the worst setup and hold timing paths</td><td>60 ps</td></tr>
<tr><td>Sinks on Clock Net</td><td>128</td></tr>
<tr><td>Hold buffers post-CTS</td><td>0</td></tr>
<tr><td>Clock tree from TritonCTS</td><td>built</td></tr>
<tr><td>Maximum buffer depth of the clock tree</td><td>2</td></tr>
<tr><td>H-tree Lvls</td><td>4</td></tr>
<tr><th colspan="2">Routing</th></tr>
<tr><td>Average routed wire per standard cell</td><td>22.4 um</td></tr>
<tr><td>Number of iterations in the first detailed-routing pass</td><td>4</td></tr>
<tr><td>Detailed-route via count</td><td>2,779</td></tr>
<tr><td>Number of nets with antenna violations after detailed routing</td><td>0</td></tr>
<tr><td>Iteration-0 DRC Markers</td><td>135</td></tr>
<tr><td>Post-DR vias/cell</td><td>5.69</td></tr>
<tr><td>WL final</td><td>10.9 mm</td></tr>
<tr><td>Number of design rule violations left after detail routing</td><td>0</td></tr>
<tr><td>Number of diodes added for antenna fixing</td><td>0</td></tr>
<tr><th colspan="2">Power</th></tr>
<tr><td>Leakage power total</td><td>2.21 nW</td></tr>
<tr><td>Power density of the placed cells</td><td>853 mW/mm^2</td></tr>
<tr><td>VDD IR max</td><td>456 uV</td></tr>
<tr><th colspan="2">Status</th></tr>
<tr><td>Failing checks</td><td>negative setup slack</td></tr>
<tr><td>Outcome</td><td>complete, but fails checks</td></tr>
<tr><th colspan="2">Floorplanning</th></tr>
<tr><td>Initial cell density of the core</td><td>51.7%</td></tr>
<tr><td>Core Footprint</td><td>0.00982 mm^2</td></tr>
<tr><td>Die boundary height</td><td>103 um</td></tr>
<tr><td>Number of rows in the core area</td><td>36</td></tr>
<tr><td>Die extent in x</td><td>103 um</td></tr>
<tr><td>Area enclosed by the die boundary</td><td>0.0106 mm^2</td></tr>
<tr><td>Count of pins on the block boundary</td><td>27</td></tr>
</table>
## cell usage in the layout (no fill, tap or decap), types with 2 or more instances in the layout
cell type | netlist | final
sky130_fd_sc_hd__edfxtp_1 | 128 | 128
sky130_fd_sc_hd__nand2b_1 | 3 | 2
sky130_fd_sc_hd__clkinv_4 | 0 | 2
sky130_fd_sc_hd__clkdlybuf4s50_1 | 0 | 10
sky130_fd_sc_hd__a32oi_2 | 0 | 4
sky130_fd_sc_hd__nand2_2 | 0 | 2
sky130_fd_sc_hd__buf_4 | 1 | 42
sky130_fd_sc_hd__nand3b_1 | 2 | 2
sky130_fd_sc_hd__a21oi_1 | 2 | 2
sky130_fd_sc_hd__and2_4 | 0 | 2
sky130_fd_sc_hd__buf_2 | 5 | 7
sky130_fd_sc_hd__nor2_1 | 13 | 13
sky130_fd_sc_hd__o211ai_1 | 7 | 7
sky130_fd_sc_hd__nand2_1 | 24 | 22
sky130_fd_sc_hd__dlygate4sd2_1 | 0 | 2
sky130_fd_sc_hd__buf_12 | 1 | 6
sky130_fd_sc_hd__a32oi_1 | 7 | 3
sky130_fd_sc_hd__buf_6 | 3 | 6
sky130_fd_sc_hd__mux2i_1 | 18 | 14
sky130_fd_sc_hd__nand4_1 | 7 | 7
sky130_fd_sc_hd__mux2i_2 | 0 | 3
sky130_fd_sc_hd__clkinvlp_4 | 0 | 5
sky130_fd_sc_hd__mux4_2 | 19 | 23
sky130_fd_sc_hd__inv_6 | 0 | 3
sky130_fd_sc_hd__clkbuf_16 | 0 | 16
sky130_fd_sc_hd__bufinv_16 | 0 | 2
sky130_fd_sc_hd__nor3_1 | 4 | 4
## through the flow
stage                     setup TNS [ps]  worst slack (ps)  total power, W  hold slack (ps)
after CTS                          -72.0             -58.7         0.00556              524
after detailed placement           -9980              -507         0.00301             1110
after global routing                -198              -113         0.00569              556
final                              -13.4             -13.4         0.00554              546
after floorplan                        0               133         0.00283              559
after global placement             -9930              -502         0.00301             1100
## worst max-delay path by stage
stage / from / endpoint / slack (ps)
4_1_cts: dado[10][3] / dadoSaida[3] / -60
5_1_grt: index[1] / dadoSaida[3] / -110
6_report: dado[10][3] / dadoSaida[3] / -10
## area by class of cell
type                            instances  area, um^2  area share [%]
Clock buffer                           18         418            6.44
Multi-Input combinational cell        119        1200            18.5
Sequential cell                       128        3840            59.2
Clock inverter                         14         158            2.43
Timing Repair Buffer                   76         703            10.8
Tap cell                              133         166            2.56
## metal layers
metal  vias up  track usage [%]  wire length [um]
li1       1239                -                 -
met1      1369             39.2              4240
met2       145             35.4              5090
met3        26             13.4              1220
met4         0             5.85               369
met5         -                0                 0
## cells by family after synthesis
| group | count (synthesis) |
|---|---|
| flip-flops | 128 |
| AND-OR/OR-AND | 18 |
| multiplexers | 41 |
| AND/OR/NAND/NOR | 60 |
| buffers and inverters | 15 |
## timing repair
item                                   4_1_cts  5_1_grt
cloned                                       1        0
setup endpoints to repair                    8        5
setup buffers                                6        0
resized                                     51        6
endpoints found under the hold margin        0        0
pin swaps                                   17       10
## report_power, final
part	total [W]	switching [W]	internal, W
clock network	0.00255	0.000991	0.00156
logic	0.000364	0.000184	0.000180
registers	0.00263	0.0000104	0.00262
Power and IR drop assume default switching activity.
