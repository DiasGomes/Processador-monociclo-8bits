File: ./design.v
module memInst(clock, endereco, OPcode, label, regAlvo, regOuImed);
input clock;					 
input [7:0] endereco;		 
output reg[3:0] OPcode;		 
output reg[5:0] label;		 
output reg[1:0] regAlvo, regOuImed;	 
reg [7:0] inst [0:63];		 
initial 
	begin
	inst[0] = 8'b11100000;	 
	inst[1] = 8'b10011000;	 
	inst[2] = 8'b11100110;	 
	inst[3] = 8'b10011101;	 
	inst[4] = 8'b01101000;	 
	inst[5] = 8'b11011001;	 
	inst[6] = 8'b10101000;	 
	inst[7] = 8'b11100001;	 
	inst[8] = 8'b11101000;	 
	inst[9] = 8'b10101000;	 
	inst[10] = 8'b11100001;	 
	inst[11] = 8'b11100110;	 
	inst[12] = 8'b10011000;	 
	inst[13] = 8'b10011101;	 
	inst[14] = 8'b11011001;	 
	inst[15] = 8'b01000000;	 
	inst[16] = 8'b10011000;	 
	inst[17] = 8'b11100010;	 
	inst[18] = 8'b11110001;	 
	inst[19] = 8'b10000010;	 
	inst[20] = 8'b11100100;	 
	inst[21] = 8'b10000100;	 
	inst[22] = 8'b11010101;	 
	inst[23] = 8'b10011000;	 
	inst[24] = 8'b10011101;	 
	inst[25] = 8'b10111110;	 
	inst[26] = 8'b11101000;	 
	inst[27] = 8'b01100011;	 
	inst[28] = 8'b11101111;	 
	inst[29] = 8'b10011000;	 
	inst[30] = 8'b10101011;	 
	inst[31] = 8'b10011001;	 
	inst[32] = 8'b10101000;	 
	inst[33] = 8'b10011011;	 
	inst[34] = 8'b10101001;	 
	inst[35] = 8'b11100001;  
	inst[36] = 8'b10011000;	 
	inst[37] = 8'b11011001;	 
	inst[38] = 8'b10101000;	 
	inst[39] = 8'b00001010;	 
	inst[40] = 8'b11000000;	 
	end
always @(endereco)
	begin
		OPcode <= inst[endereco][7:4];
		label <= inst[endereco][5:0];
		regAlvo <= inst[endereco][3:2];
		regOuImed <= inst[endereco][1:0];
	end
endmodule
File: ./run.sh
#!/bin/bash
# OpenROAD 26Q1-2900-gdf79404cd8, Yosys 0.63+post, stock flow scripts
make -C /OpenROAD-flow-scripts/flow DESIGN_CONFIG=/design/flow/config.mk WORK_HOME=/design/flow/orfs finish
File: ./config.mk
export PLATFORM = sky130hd
export DESIGN_NAME = memInst
export DESIGN_NICKNAME = memInst
export VERILOG_FILES = /design/flow/design.v
export SDC_FILE = /design/flow/constraint.sdc
export NUM_CORES = 4
export LEC_CHECK = 1
export CORE_AREA = 10 10 70 70
export DIE_AREA = 0 0 80 80
File: ./constraint.sdc
current_design memInst

set clk_period 2.0
set clk_io_pct 0.2

create_clock -name clk0 -period $clk_period

set non_clock_inputs [all_inputs -no_clocks]
set_input_delay [expr $clk_period * $clk_io_pct] -clock clk0 $non_clock_inputs
set_output_delay [expr $clk_period * $clk_io_pct] -clock clk0 [all_outputs]
==> flow_summary.ini <==
; yosys + openroad results
[status]
outcome = finished with violations
failed_checks = negative setup slack

[worst_setup_path]
path_class = input port to output port
cpMaxStageDelayCell = mux4_2
crit_family = multiplexers
start_kind = input port
critPathArrivalTime_ns = 1.68
cp_num_buf_inv = 3
end_kind = output port
worstPathCellList = buf_8 -> buf_6 -> ha_4 -> nor2b_2 -> a21oi_1 -> mux4_2 -> o22ai_2 -> buf_2
path_max_fanout = 4
cpPeakStageDelay_ns = 0.46
startpoint = endereco[1]
required_ns = 1.60

[clocking]
hold_buffers = 0

[final_timing]
tns_ns = -0.436
rsz0062_at_grt = true
worstMarginPinSlew_ns = 0.286
finalSetupViolations = 7
period_used_pct = 104
fmax_mhz = 480
slew_headroom_pct = 80.8
drv_slew = 0
hold_viol_final = 0
fin_crit_ns = 2.08
fin_ws_ns = -0.0824

[detailed_routing]
post_drt_wl_per_cell_um = 13.7
viasPerCell = 4.72
route.final.wire_length_um = 2540
antenna-diode-count = 0
drtIter0Drc = 88
vias = 873
drt_drc_violations_left = 0
ant_nets = 0
drt_pass1_iterations = 4

[synthesis]
yosysUniqueCellTypes = 29
synthesis.area_um2 = 669
ys_seq_share_pct = 0
yosysCellCount = 90
yosys_warnings = 1
syn_area_per_cell_um2 = 7.44
netlist_instances = 90
yosys_area_um2 = 669

[grt]
grt_max_degree = 15
overflow = 0
grt_pass1_wl_um = 3860
grt_busiest_layer = met2
grtUsageMet3_pct = 0.455
grt_usage_pct = 7.03
grt_use_met2_pct = 11.7
use_met1_pct = 10.2
grt_pass1_vias = 820
antenna_found_initial = 0

[floorplan]
die_width_um = 80
boundaryPins = 23
die_area_mm2 = 0.00640
fp.dieH_um = 80
num_rows = 21
coreArea_mm2 = 0.00342
floorplan.core_util_pct = 19.6

[cells_and_area]
area_delta_synth_final_pct = 96.1
clock_buffers = 0
post-route-util_pct = 38.4
ff_count = 0
layout_top_cell = buf_4
fin_cells = 185
register_area_um2 = 0
final_cell_mix = buf_4 (28), buf_6 (14), buf_2 (14)
fill_cells = 335
logic_area_um2 = 744
drive_above_1_share_pct = 66.9

[power_and_ir_drop]
ir_worst_vdd_uv = 93.8
cellLeakagePower_nw = 0.562
powerDensity_mw_per_mm2 = 212

[place]
dp_slack_ns = -0.936
dp_cells = 174
post-dp-hpwl_um = 1730
place.gp.congestion = 0.935
port_buffers = 20

[worst_hold_path]
min-delay-path-class = input port to output port
min_from = endereco[5]

[flow_run]
drv_cap = 0
tool_warnings = 44
-- repair_timing --
item | CTS | global route
gates resized | 101 | 13
buffers inserted | 11 | 0
setup endpoints to repair | 14 | 14
cloned | 0 | 0
pin swaps | 20 | 14
-- worst min-delay path: stages --
cell	delay, ns
clkdlybuf4s15_1	0.34
o32ai_2	0.15
buf_2	0.11
-- area by class of cell --
| cell class | count | share of cell area [%] |
|---|---|---|
| repair buffers | 61 | 37.4 |
| inverters | 4 | 1.53 |
| well taps | 46 | 4.39 |
| multi-input cells | 74 | 56.7 |
-- layer usage --
layer  share of wire [%]  vias to the layer above  wire [um]
met5                   0                        -          0
met4                0.20                        0          5
met3                 4.5                        2        114
met2                  48                       35       1210
met1                  48                      408       1210
li1                    -                      428          -
-- final timing paths --
kind	end	slack (ns)	depth (start not counted)
max	label[4]	-0.08	8
min	OPcode[1]	1.40	3
-- synthesized netlist by cell type --
cell type,instances,area (um2)
a211oi_1,5,37.5
a211oi_2,1,12.5
a21boi_0,1,7.51
a21boi_1,1,7.51
a21o_1,1,7.51
a21oi_1,12,60.1
a311oi_1,1,8.76
a31oi_1,1,6.26
buf_2,1,5.00
buf_4,9,67.6
clkbuf_1,2,7.51
ha_1,9,113
inv_1,3,11.3
inv_2,1,3.75
mux2i_1,5,50.1
mux4_2,3,67.6
nand2_1,6,22.5
nand2b_1,6,37.5
nand3_1,2,10.0
nor2_1,3,11.3
nor2b_1,2,12.5
nor3_1,1,5.00
o211ai_1,1,7.51
o21a_1,2,15.0
o21ai_0,6,30.0
o22a_1,1,8.76
o22ai_2,1,12.5
o32ai_1,2,17.5
or3_1,1,6.26
-- where the power goes --
group | switching, mW | internal (mW) | total, mW
clock | 0 | 0 | 0
combinational | 0.123 | 0.155 | 0.278
sequential | 0 | 0 | 0
total | 0.123 | 0.155 | 0.278
-- cell families after synthesis --
kind of cell	count (synthesis)	synth area share (%)
buf+inv	16	14.2
simple gates	21	15.7
fa+ha+maj	9	16.8
compound gates	36	35.7
mux	8	17.6
-- per-stage QoR --
step	total power [mW]	hold slack, ns	instance area, um2
global route	0.300	1.44	1310
global placement	0.230	1.96	1070
floorplan	0.114	0.951	669
CTS	0.259	1.39	1250
finish	0.278	1.40	1310
detailed placement	0.232	1.97	1070
Power and IR drop assume default switching activity.
